## design/flow/design.v

```verilog
`timescale 10ms / 1ms
module stepper_motor( clk, direction, q);
 input clk;
 input [1:0] direction;
 output [3:0] q;
 reg [3:0]q=4'h3;
 reg [1:0]state=0; 
 always@(posedge clk)
 begin
	if(direction==2'b01 | direction==2'b10)
	begin
		case(state)
			2'd0: begin
			if(direction==2'b01)
				q=4'h3;
			else
				q=4'h6;
			end
		2'd1: begin
			if(direction==2'b01)
				q= 4'h9;
			else
				q=4'hC;
			end
		2'd2: begin
			if(direction==2'b01)
				q=4'hC;
			else
				q=4'h9;
			end
		2'd3: begin
			if(direction==2'b01)
				q=4'h6;
			else
				q=4'h3;
			end
		endcase
		state=state+1;
	end
	else if(direction==2'b11)
	begin
		q=q;
	end
 end
endmodule
```

## design/flow/run.sh

```bash
#!/bin/bash
# OpenROAD 26Q1-2900-gdf79404cd8, Yosys 0.63+post, stock flow scripts
make -C /OpenROAD-flow-scripts/flow DESIGN_CONFIG=/design/flow/config.mk WORK_HOME=/design/flow/orfs finish
```

## design/flow/config.mk

```make
export PLATFORM = sky130hd
export DESIGN_NAME = stepper_motor
export DESIGN_NICKNAME = stepper_motor
export VERILOG_FILES = /design/flow/design.v
export SDC_FILE = /design/flow/constraint.sdc
export NUM_CORES = 4
export LEC_CHECK = 1
export CORE_AREA = 10 10 70 70
export DIE_AREA = 0 0 80 80
```

## design/flow/constraint.sdc

```tcl
current_design stepper_motor

set clk_period 1.2
set clk_io_pct 0.2

create_clock -name clk0 -period $clk_period [get_ports {clk}]

set non_clock_inputs [all_inputs -no_clocks]
set_input_delay [expr $clk_period * $clk_io_pct] -clock clk0 $non_clock_inputs
set_output_delay [expr $clk_period * $clk_io_pct] -clock clk0 [all_outputs]
```

==> notes.md <==
Purpose: to document the outcome of synthesis and place and route.

Worst setup path
In this run the critical register-to-register path is captured at q[2]. The endpoint required time on the critical path is 1190 ps. For reference, the most critical setup path is categorized as flip-flop to flip-flop. The critical path launch point type is a flip-flop. Max fanout on the critical path was recorded as 3.

The number of buffers and inverters on the critical path is 2. The highest cell delay on the worst timing path is 350 ps. In this run the register-to-register setup slack is -140 ps. The worst-case reg-to-reg path depth is 5. The family with the most delay on the worst path is flip-flops.

In this run the critical register-to-register path is launched from q[3]. Data arrives at the worst endpoint at 1340 ps. The timing report shows that the slowest cell on the worst path is sky130_fd_sc_hd__edfxtp_1. The endpoint type of the worst setup path is a flip-flop. In this run the critical path is formed by buf_6 > inv_2 > ha_2 > nor2b_1 > o31a_1.

Job
The max capacitance violation total is 0. The number of warnings in the stage logs is 32.

Global route
The total congestion overflow is 0. The total track usage is 1.79%. The number of global-route vias before repair came to 243. The first-pass GRT wire length is 945 um. The initial antenna violation count was 0. The maximum number of pins on one net before global-route repair is 6.

Synthesis
After synthesis, the design contains 25 cells according to Yosys. The area of the synthesized netlist per yosys stat is between 300 and 400 um^2. The count of mapped cells out of synthesis is 25. The largest area contributor in the synthesized netlist is sky130_fd_sc_hd__edfxtp_1.

In this run, synthesis inferred 5 flip-flops with an integrated enable. The most used standard cell by instance count after synthesis is sky130_fd_sc_hd__ha_1. The post-synthesis async set-or-reset flop share is 0%. The commonest register cell is sky130_fd_sc_hd__edfxtp_1. The count of state elements after synthesis is 5. Counting instances in the post-synthesis netlist gives the leading cell types as sky130_fd_sc_hd__ha_1 (6), sky130_fd_sc_hd__edfxtp_1 (5), sky130_fd_sc_hd__inv_1 (5). The total of warnings raised by yosys is 1. The post-synthesis sequential area ratio is 49.8%. The count of cell types in the netlist is 10. The share of synthesized area in the top cell type comes to roughly half. The mean area per synthesized cell is about 12 um^2. By area the synthesized netlist is led by sky130_fd_sc_hd__edfxtp_1 (50%), sky130_fd_sc_hd__ha_1 (25%), sky130_fd_sc_hd__inv_1 (6.2%). The cell area that synthesis handed to floorplanning was approximately 300 um^2.

Timing
The final timing report counts setup violations totalling 3. The final hold violation count is 0. Across all hold checks on the routed design, the worst slack comes to 831 ps. Timing would allow up to ~750 MHz. The pin closest to its max-slew limit shows a slew of 195 ps. The final period demand of the worst path is 1340 ps. The relative max-transition margin is 87.0%. Setup repair after global routing could not meet its margin everywhere.

Across the routed clock network, the largest skew measured is approximately 2.4 ps. The post-route worst setup slack is -140 ps. Counting pins that exceed their max-slew limit in the final report gives 0. The final critical-path share of the clock period is 112%.

Drt
The first-iteration detailed-routing DRC count is 2. The routed wire length per instance is 6.50 um. The iteration tally of the first detailed-router pass is 2.

The script parses the final routing iteration and logs DRC violations as 0. The via-per-instance ratio is about 2.6. The antenna violation net count after detailed routing is 0.

The routed layout has 220 vias. The count of antenna diodes in the layout is 0. The detailed router reported a total wirelength of 546 um.

Clock network
As reported, the later end of the worst-skew pair has a clock insertion delay of 240 ps. The total number of H-tree levels is 1. The number of clock sinks seen by CTS is 5. The deepest clock path buffer count is 2. TritonCTS built the clock tree.

Hold repair after CTS inserted 0 buffers. The timing report gives the clock slew at the launch and capture registers of the worst setup and hold paths as 40 ps. Looking at the clock tree report, the root buffer type is sky130_fd_sc_hd__clkbuf_4. The number of buffers inserted during clock tree synthesis is 3.

Outcome
The checks that failed: negative setup slack. The flow ran to the end, but the final reports show violations.

Floorplan
The x dimension of the die is 80 um. The area of the core is 3420 um^2. The die outline area is 6400 um^2. The floorplan utilization is 8.83%. In this run the vertical extent of the chip is 80 um.

The report lists the number of standard-cell rows as 21. The number of placed I/O pins is 7.

Final layout
Fill cells in the final layout number between 300 and 400. The share of cells above drive strength 1 is ~39%. The relative area change from synthesis to final layout is 68.9%. The area occupied by multi-input gates is 165 um^2. The total area of sequential cells is 150 um^2. The cell area after layout is 509 um^2.

Worst hold path
In this run the most critical hold path is launched from state[0]. STA shows the worst min-delay path finishing at state[0]. The hold-critical path depth is 2. The path class of the tightest hold or removal check is flip-flop to flip-flop.

Place
At the end of routability-driven placement, the weighted congestion stood at 0.693. Summed over all nets, the half-perimeter wirelength after detailed placement is between 400 and 500 um. At the placement stage, the worst setup path has a slack of -346 ps. The count of buffers added on input and output ports is 6. The placed cell area is 432 um^2.

Power and ir drop
The static leakage is 0.200 nW. The worst supply voltage drop on vdd is 0.291 mV. The ratio of total power to cell area is 1280 nW/um^2.
## kinds of logic after synthesis
family          share of synthesized area, %
compound gates                          11.2
buf+inv                                 8.72
simple gates                            5.39
fa+ha+maj                               24.9
flops                                   49.8
## registers in the layout, summed over array words and instances, names as in the netlist
name and count:
state 1, q 4
## routing by layer
layer / wire length (um) / track usage [%] / share of wire (%)
met5: 0 / 0 / 0
met3: 51 / 1.25 / 9.3
met2: 229 / 2.65 / 42
met4: 12 / 0.528 / 2.2
met1: 252 / 2.02 / 46
## worst max path at each step
| stage | startpoint | to | slack [ps] | cells after the start |
|---|---|---|---|---|
| finish | q[3] | q[2] | -140 | 5 |
| CTS | q[3] | q[2] | -150 | 4 |
| global route | q[3] | q[2] | -190 | 5 |
## report_power, final
| group | total, mW | switching [mW] | internal [mW] |
|---|---|---|---|
| sequential | 0.253 | 0.0141 | 0.239 |
| combinational | 0.203 | 0.0811 | 0.122 |
| clock | 0.196 | 0.0702 | 0.126 |
| total | 0.653 | 0.165 | 0.487 |
## stage by stage
step	cells	utilization [%]	power [mW]	TNS [ps]
after CTS	83	14.6	0.645	-152
after global placement	78	12.6	0.415	-2090
after floorplan	25	-	0.331	-59.1
after global routing	84	14.9	0.710	-397
after detailed placement	78	12.6	0.416	-2080
final	84	14.9	0.653	-181
## layout make-up
| type | count | area share (%) |
|---|---|---|
| clock buffer | 4 | 5.16 |
| inverter | 5 | 3.69 |
| multi-input combinational | 14 | 32.4 |
| sequential | 5 | 29.5 |
| tap | 46 | 11.3 |
| timing repair buffer | 10 | 17.9 |
## worst min-delay path, stage by stage, from the launching register on
cell,delay (ps)
sky130_fd_sc_hd__edfxtp_1,460
sky130_fd_sc_hd__inv_2,150
sky130_fd_sc_hd__buf_4,120
## repair_timing
action | 4_1_cts | 5_1_grt
endpoints found under the setup margin | 11 | 7
buffers inserted | 1 | 1
pin swaps | 1 | 0
resized | 13 | 1
## placed cells by master (no fill, tap or decap)
cell,n
sky130_fd_sc_hd__a21oi_1,2
sky130_fd_sc_hd__buf_4,3
sky130_fd_sc_hd__buf_6,2
sky130_fd_sc_hd__clkbuf_1,1
sky130_fd_sc_hd__clkbuf_4,3
sky130_fd_sc_hd__clkdlybuf4s50_1,2
sky130_fd_sc_hd__dlygate4sd2_1,3
sky130_fd_sc_hd__edfxtp_1,5
sky130_fd_sc_hd__ha_1,2
sky130_fd_sc_hd__ha_2,1
sky130_fd_sc_hd__ha_4,3
sky130_fd_sc_hd__inv_1,2
sky130_fd_sc_hd__inv_2,3
sky130_fd_sc_hd__nand2_1,1
sky130_fd_sc_hd__nor2b_1,2
sky130_fd_sc_hd__o21a_1,1
sky130_fd_sc_hd__o21bai_1,1
sky130_fd_sc_hd__o31a_1,1
Power and IR drop assume default switching activity.
